## flow/design.v

```verilog
module add(
elk,
opA, opB,
sel, res, z, c, v
);
input wire elk;
input wire [2:0] sel;
input wire signed [31:0] opA, opB;
output reg signed [31:0] res;
output reg z, c, v;
always @ (posedge elk)
begin
	case (sel)
		3'b000:
			begin
				res = opA + opB;
				if (res == 32'h00000000)
					z = 1'b1;
				else
					z = 1'b0;
				if (((opA[31]!=opB[31])&&res[31]==0)||((opA[31]==1&&opB[31]==1)&&res[31]==1))
					c = 1'b1;
				else
					c = 1'b0;
				if ((opA[31]==opB[31])&&(opA[31]!=res[31])&&(opB[31]!=res[31]))  
					v = 1'b1;
				else
					v = 1'b0;
			end
	endcase
end
endmodule
```

## flow/run.sh

```bash
#!/bin/bash
# OpenROAD 26Q1-2900-gdf79404cd8, Yosys 0.63+post, stock flow scripts
make -C /OpenROAD-flow-scripts/flow DESIGN_CONFIG=/design/flow/config.mk WORK_HOME=/design/flow/orfs finish
```

## flow/config.mk

```make
export PLATFORM = sky130hd
export DESIGN_NAME = add
export DESIGN_NICKNAME = add
export VERILOG_FILES = /design/flow/design.v
export SDC_FILE = /design/flow/constraint.sdc
export NUM_CORES = 4
export LEC_CHECK = 1
export CORE_UTILIZATION = 30
```

## flow/constraint.sdc

```tcl
current_design add

set clk_period 12.6
set clk_io_pct 0.2

create_clock -name clk0 -period $clk_period [get_ports {elk}]

set non_clock_inputs [all_inputs -no_clocks]
set_input_delay [expr $clk_period * $clk_io_pct] -clock clk0 $non_clock_inputs
set_output_delay [expr $clk_period * $clk_io_pct] -clock clk0 [all_outputs]
```

==> results_dict.tcl <==
# yosys + openroad results
set metrics [dict create \
    status "finished clean" \
    ctsHoldBuffers 0 \
    crit_buf_inv 1 \
    fin_setup_tns_ns 0 \
    edf_count 35 \
    yosysWarnings 1 \
    portBuffers 102 \
    final_util_pct 44.2 \
    wl_per_cell_um 13.3 \
    syn_inst 306 \
    crit_type "input pin to flip-flop" \
    crit_family "simple AND/OR/NAND/NOR gates" \
    synth-async-reset-ratio_pct 0 \
    num_vias 2699 \
    place.gp.congestion 0.855 \
    antenna_cells 0 \
    ys.flops 35 \
    clockBufferDepth 2 \
    final_hold_viol_count 0 \
    maxCapViolations 0 \
    p_sw_uw 115 \
    synth_top_area_share_pct 34.9 \
    crit_fanout 4 \
    drtAntennaViolNets 0 \
    synth_area_per_cell_um2 9.84 \
    critPathCaptureType "flip-flop" \
    setup_viol 0 \
    rsz0062_at_grt "no" \
    overflow 0 \
    grt_usage_pct 13.9 \
    peakVddDrop_v 0.0000707 \
    ys_cells 306 \
    grt_pass1_wl_um 11200 \
    first_pass_iters 4 \
    initialDrtViolationCount 140 \
    crit_top_cell "or4b_1" \
    clockPowerShare_pct 28.9 \
    warning_count 25 \
    placementRows 36 \
    seqPwrFrac_pct 35.2 \
    combPwrFrac_pct 35.9 \
    drc 0 \
    slew_headroom_pct 58.1 \
    pin_count 103 \
    syn_to_final_growth_pct 42.9 \
    slowest_delay_ns 0.51 \
    yosys-top-cells-area "edfxtp_1, ha_1, xnor2_1, a21oi_1, a21o_1" \
    grt_start_max_net_pins 36 \
    cts.clk_slew.worst_paths_ns 0.07 \
    drive_above_1_share_pct 6.39 \
    p_int_uw 296 \
    drt-total-wl_um 7210 \
    fp.dieH_um 102 \
    ys_seq_share_pct 34.9 \
    root_buffer "clkbuf_8" \
    worstPathRequired_ns 12.72 \
    syn-cell-area_mm2 0.00301 \
    worstPathArrival_ns 6.13 \
    power_leakage_nw 1.61 \
    sw_frac_of_total_pct 27.9 \
    dp.cells 532 \
    hold_path_class "input pin to flip-flop" \
    die_x_um 102 \
    ys_area_mm2 0.00301 \
    worstPathCellList "clkdlybuf4s50_1, ha_1, fa_1, a211oi_2, nor2_1, xor2_1, nor3_1, or4b_1, or4b_1, nor4_1, nand4_1, nor4_2" \
    htreeDepth 2 \
    tritoncts "done" \
    slew_viol_final 0 \
    cts_setup_buffers 0 \
    power_density_mw_per_mm2 95.6 \
    yosysUniqueCellTypes 54 \
    place_hpwl_um 6000 \
    instances_no_fill 540 \
    vias_per_cell 5.00 \
    fin_crit_ns 6.01 \
    core_area_mm2 0.00973 \
    worstMarginPinSlew_ns 0.620 \
    antenna_found_initial 0 \
    synthFlopType "edfxtp_1" \
    period_used_pct 47.7 \
    top_area_cell "edfxtp_1" \
    grt_pass1_vias 2387 \
    cts_resized 0 \
    start_kind "input pin" \
    whs_ns 2.94 \
    initCoreUtil_pct 30.9 \
    numCtsBuffers 5 \
    crit_slowest_cell "or4b_1" \
    chipArea_mm2 0.0104 \
    max_freq_ghz 0.166 \
    cts.sinks 35 \
]
## sequential cells by signal, summed over array words and instances (netlist names)
signal	flops
c	1
z	1
res	32
v	1
## Yosys cell counts, types with 2 or more instances
library cell  count
a211oi_1          5
o311ai_1          2
inv_1             4
o21a_1            4
nor2b_1           4
o21ai_0          14
o21bai_1          4
nor3_1            8
nand4_1           5
clkbuf_1          9
or3_1             4
a2111oi_0         3
or2_2             2
nor3b_1           3
nor4_1            3
and2_1            4
a21boi_0          3
edfxtp_1         35
a211oi_2          2
a31o_2            3
nand2b_1          7
a21oi_1          24
a21o_1           13
o211ai_1          4
or4b_1            2
xnor2_1          16
a311oi_1          2
and3_1            9
nor4_2            2
xor2_1            9
nand3_1          10
nand2_1          17
o311ai_0          2
a31oi_1           4
nor2_1           14
ha_1             32
## cell families after synthesis
logic type | after synthesis | share of synthesized area, %
XOR/XNOR | 25 | 7.27
flip-flops | 35 | 34.9
AND-OR/OR-AND | 99 | 23.1
buffers and inverters | 14 | 1.99
AND/OR/NAND/NOR | 99 | 18.4
adder cells (fa/ha/maj) | 34 | 14.3
## layer usage
layer  routed length, um  up-vias  share of wire, %  global-route usage [%]
met3                 471        4               6.5                    2.50
li1                    -     1387                 -                       -
met5                   0        -                 0                       0
met2                3200       93                44                    21.1
met4                  57        0              0.79                    1.54
met1                3470     1215                48                    21.8
## placed cells by master (no fill, tap or decap), drive strengths merged, types with 3 or more instances in the layout
cell,count
o21a,4
clkbuf,5
nor2b,4
a211oi,7
ha,32
nor2,14
o21ai,16
nand2,19
xnor2,16
a21oi,24
o21bai,4
o211ai,4
nand4,5
nand2b,7
nor3,9
nor3b,3
clkdlybuf4s50,102
a31o,3
xor2,9
a2111oi,4
and2,5
inv,4
o311ai,4
a21boi,3
nand3,10
and3,9
or3,4
edfxtp,35
nor4,5
a31oi,4
a21o,14
## power by group through the flow
stage | Combinational, mW | Sequential [mW] | Clock, mW
finish | 0.148 | 0.145 | 0.119
global route | 0.163 | 0.145 | 0.125
CTS | 0.148 | 0.145 | 0.122
## metrics by stage
stage,power (mW),setup WS (ns),cell area (um^2)
floorplan,0.236,7.12,3010
global placement,0.295,6.44,4170
detailed placement,0.295,6.33,4170
CTS,0.415,6.55,4300
global route,0.434,6.35,4300
finish,0.411,6.59,4300
## area by class of cell
cell class / count / area [um^2]
clock buffer: 5 / 68.8
timing repair buffer: 103 / 1030
clock inverter: 3 / 67.6
sequential: 35 / 1050
inverter: 4 / 15.0
tap: 133 / 166
multi-input combinational: 257 / 1900
fill: 936 / 5430
## path summary, 6_finish.rpt
path	from	end	slack (ns)	depth (start not counted)
setup / recovery	opA[0]	z	6.59	12
hold / removal	opB[0]	res[0]	2.94	2
No activity file was given, so power comes from the tool's default toggle rates.
