[run.sh]
#!/bin/bash
# OpenROAD 26Q1-2900-gdf79404cd8, Yosys 0.63+post, stock flow scripts
make -C /OpenROAD-flow-scripts/flow DESIGN_CONFIG=/design/flow/config.mk WORK_HOME=/design/flow/orfs finish
[constraint.sdc]
current_design cpy_milestone1

set clk_period 6.2
set clk_io_pct 0.2

create_clock -name clk0 -period $clk_period [get_ports {elk}]

set non_clock_inputs [all_inputs -no_clocks]
set_input_delay [expr $clk_period * $clk_io_pct] -clock clk0 $non_clock_inputs
set_output_delay [expr $clk_period * $clk_io_pct] -clock clk0 [all_outputs]
[design.v]
module cpy_milestone1(
elk,
opA, opB,
sel, res, z, c, v
);
input wire elk;
input wire [2:0] sel;
input wire [31:0] opA, opB;
output reg [31:0] res;
output reg z, c, v;
always @ (posedge elk)
begin: cpy_milestone1
	case (sel)
	3'b010: 
		begin
			res = opA & opB;
			if (res != 32'd0)
				begin
				z = 1'b0;
				end			
			else
				begin
				z = 1'b1;
				end
			c = 1'b0;
			v = 1'b0;
		end 
	3'b011:
		begin
			res = opA | opB;
			if (res != 32'd0)
				begin
				z = 1'b0;
				end			
			else
				begin
				z = 1'b1;
				end
			c = 1'b0;
			v = 1'b0;
		end
	3'b100:
		begin
			res = ~opA;
			if (res != 32'd0)
				begin
				z = 1'b0;
				end			
			else
				begin
				z = 1'b1;
				end
			c = 1'b0;
			v = 1'b0;
		end
	endcase
end
endmodule
[config.mk]
export PLATFORM = sky130hd
export DESIGN_NAME = cpy_milestone1
export DESIGN_NICKNAME = cpy_milestone1
export VERILOG_FILES = /design/flow/design.v
export SDC_FILE = /design/flow/constraint.sdc
export NUM_CORES = 4
export LEC_CHECK = 1
export CORE_UTILIZATION = 30
==> run summary <==
Here are the numbers from the latest Yosys + OpenROAD run.

The flow ran to the end, and the final reports show no timing, DRC or antenna violations. The largest net degree at the start of global routing came out at 36. Input and output buffers added on the ports amount to roughly 100. The number of diodes is 0. Routed signal wires occupy layers up through met4. For this run, the leading register cell type out of synthesis is sky130_fd_sc_hd__edfxtp_1. The number of buffers created by CTS is 5.

In this run the worst hold path is classified as in -> reg. The cell count after placement is 439. The number of maximum-capacitance violations is 0. Measured along the x axis, the die boundary spans 86.8 µm. The core area came out at between 6000 and 7000 µm².

The nature of the critical path startpoint is an input pin. Measured against its own limit, the worst slew margin works out to 53.5%. The transition time at the pin with the least slew margin is approximately 700 ps. The number of global-route vias before repair is between 2000 and 2500.

The clock passes through at most 2 buffers. The power density of the placed cells came out at 184 nW/µm². The row count is 30. The critical path data arrival time came out at between 3000 and 4000 ps. The analysis attributes to net switching a power of 0.156 mW. The wire length on met2 is 3310 µm.

The aggregate global routing overflow is 0. The sequential fraction of the synthesis area came out at between 40% and 50%. The routability congestion estimate from global placement came out at approximately 0.84. The buffering stage count on the worst path with inverters included is 3. Per the synthesis report, the number of distinct cell types is 20. The total number of warnings across the stage logs is 25. The initial antenna violation count came out at 0. After synthesis, the cell types taking the most area are sky130_fd_sc_hd__edfxtp_1, sky130_fd_sc_hd__o221ai_1, sky130_fd_sc_hd__nand2_1. The detailed router reports a met3 wire length of 545 µm. The post-route minimum period came out at 3710 ps. The switching fraction of total power is between 20% and 30%. The CTS clock-pin slew for the worst setup and hold paths came out at around 70 ps.

sky130_fd_sc_hd__edfxtp_1 takes more of the synthesized area than any other cell. The synthesis report lists the Yosys warning total as 1. The first TritonRoute pass finished after 5 iterations. The sequential cell fraction of total power came out at a little under half. The highest achievable clock rate is between 200 and 300 MHz. The tree is rooted in a sky130_fd_sc_hd__clkbuf_8. The post-synthesis cell count from yosys came out at approximately 250. The area growth from synthesis to layout is 54.3%.

The ratio of routed vias to standard cells is approximately 5.3. In the setup report, the worst path falls into the class in -> reg. The wire length reported by the detailed router came out at around 7000 µm.

The top cell type's share of synthesized area is a little under half. The final timing report counts setup violations totalling 0. The met1 routed wirelength after detailed routing came out at about 3000 µm. The element type at the critical path end is a flip-flop. The post-cts sizing count came out at 0. Walking the worst path, the cells encountered are clkdlybuf4s50_1, nor2b_2, buf_4, nand2_2, o21ai_2, buf_4. The CTS sink count is 33. Detailed routing inserted a total of about 2400 vias. The boundary pin count is around 100.

The combined area of all synthesized cells is approximately 2200 µm². The part of the total power dissipated in combinational logic came out at approximately 28%. After technology mapping, the gate count stands at between 200 and 300. The global router's overall resource usage came out at between 10% and 20%. The chip area came out at approximately 7500 µm². The number of remaining DRC errors is 0.

The final tally of hold violations is 0. The CTS tree is built. In this run the remaining antenna-violating nets after routing total 0.

Setup repair after global routing left no endpoint under its margin. The area of placed instances came out at 3250 µm². Note, the detailed placer reported a final HPWL of a little over 5000 µm.

The final total negative setup slack is 0 ps. Counting flops with a built-in enable in the synthesized netlist gives 33. The slowest stage of the critical path belongs to the cell sky130_fd_sc_hd__clkdlybuf4s50_1. The number of levels in the clock H-tree is 2. The final max-slew violation count is 0.

The count of hold-fix buffers inserted at cts came out at 0. The post-CTS setup buffer count came out at 0. The share of power burned in the clock network came out at 25.7%.

The fraction of final layout cells sized beyond drive strength 1 is around 5.4%. The maximum net fanout on the critical path is 35. The number of DRC markers in iteration 0 is approximately 150. The mean instance size in the synthesized netlist is 8.50 µm². Per the OpenROAD power report, leakage power amounts to between 1 and 1.5 nW. The endpoint required time on the critical path is 6160 ps.

The cell repeated most along the worst path is sky130_fd_sc_hd__buf_4. On the critical path the largest part of the delay comes from buffers and inverters. The post-synthesis cell type with the largest instance count is sky130_fd_sc_hd__nand2_1.

The post-route clock period utilization is about 60%. The synthesized design contains 33 register bits. The initial standard-cell utilization of the core came out at 31.4%.

The share of flip-flops with an asynchronous set or reset came out at 0%. The chip area in the Yosys report is 2160 µm². The post-route standard cell area excluding fillers is about 3300 µm². By count the netlist is led by sky130_fd_sc_hd__nand2_1, sky130_fd_sc_hd__nor2_1, sky130_fd_sc_hd__edfxtp_1, sky130_fd_sc_hd__o221ai_1, sky130_fd_sc_hd__o21ai_0. The worst hold-check slack came out at ~1700 ps. The die outline height is about 87 µm. The average detailed-routed wire length per instance came out at roughly 16 µm.

The peak per-stage delay on the critical path is approximately 500 ps. The first global-routing pass estimated about 11000 µm of wire. The internal power came out at approximately 0.46 mW. The largest voltage drop on the vdd net is between 0.00006 and 0.00007 V.

The number of cells in the finished layout apart from fillers is 447.
[registers in the layout, indices dropped and copies added, names as in the netlist]
register  flops
res          32
z             1
[cells in the final DEF (no fill, tap or decap), drive strengths merged, types with 2 or more instances in the layout]
cell,count
edfxtp,33
clkdlybuf4s50,100
nor2,34
buf,4
or3,3
and4,2
conb,2
clkbuf,8
nand4,22
nor4,7
o221ai,32
nand2,66
o21ai,34
[area by class of cell]
class / instances / area [µm²]
repair buffers: 104 / 1030
fillers: 657 / 3540
flip-flops and latches: 33 / 991
multi-input cells: 205 / 1100
inverters: 1 / 3.75
clock buffers: 8 / 80.1
well taps: 96 / 120
[through the flow]
step | util (%) | total power [mW] | worst slack (ps)
final | 48.5 | 0.613 | 2490
after global routing | 48.5 | 0.645 | 2330
after CTS | 48.5 | 0.618 | 2530
after detailed placement | 47.3 | 0.459 | 2230
after global placement | 47.3 | 0.460 | 2260
after floorplan | - | 0.341 | 1860
[routing by layer]
metal	vias to the layer above	track usage [%]
li1	1175	-
met1	1069	28.0
met2	129	30.6
met3	15	4.35
met4	0	4.39
met5	-	0
[worst paths after layout]
| check | cells after the start | endpoint | from | slack, ps |
|---|---|---|---|---|
| hold / removal | 2 | res[10] | opA[10] | 1740 |
| setup / recovery | 6 | res[3] | sel[2] | 2490 |
[power by group through the flow]
| stage | Sequential, mW | Combinational (mW) | Clock [mW] |
|---|---|---|---|
| 5_1_grt | 0.286 | 0.188 | 0.172 |
| 4_1_cts | 0.284 | 0.172 | 0.162 |
| 6_report | 0.284 | 0.171 | 0.158 |
[cell families (layout without fill, tap and decap cells)]
| family | after synthesis | in the layout | share of synthesized area (%) |
|---|---|---|---|
| flops | 33 | 33 | 45.9 |
| compound gates | 66 | 66 | 20.9 |
| buf+inv | 17 | 113 | 3.36 |
| simple gates | 137 | 137 | 29.7 |
| other cells | 1 | 2 | 0.174 |
Power and IR drop assume default switching activity.
