### flow/constraint.sdc
current_design subtraction

set clk_period 13.9
set clk_io_pct 0.2

create_clock -name clk0 -period $clk_period [get_ports {elk}]

set non_clock_inputs [all_inputs -no_clocks]
set_input_delay [expr $clk_period * $clk_io_pct] -clock clk0 $non_clock_inputs
set_output_delay [expr $clk_period * $clk_io_pct] -clock clk0 [all_outputs]
### flow/run.sh
#!/bin/bash
# OpenROAD 26Q1-2900-gdf79404cd8, Yosys 0.63+post, stock flow scripts
make -C /OpenROAD-flow-scripts/flow DESIGN_CONFIG=/design/flow/config.mk WORK_HOME=/design/flow/orfs finish
### flow/config.mk
export PLATFORM = sky130hd
export DESIGN_NAME = subtraction
export DESIGN_NICKNAME = subtraction
export VERILOG_FILES = /design/flow/design.v
export SDC_FILE = /design/flow/constraint.sdc
export NUM_CORES = 4
export LEC_CHECK = 1
export CORE_UTILIZATION = 40
### flow/design.v
module subtraction(
elk,
opA, opB,
sel, res, z, c, v
);
input wire elk;
input wire [2:0] sel;
input wire [31:0] opA, opB;
output reg [31:0] res;
output reg z, c, v;
always @(posedge elk)
	begin: subtraction
		case (sel)
			3'b001:
				begin: subtraction
					reg [32:0] temp_res;  
					reg [31:0] temp_opB;  
					temp_opB = opB;
					temp_opB = ~(temp_opB);  
					temp_opB = temp_opB + 1'b1;  
					temp_res = opA + temp_opB;
					if (temp_res != 32'd0)  
						begin
						z = 1'b0;
						end
					else 
						begin
						z = 1'b1;
						end
					if (temp_res[32] == 1'b1)  
						begin
						c = 1'b1;
						end
					else
						begin
						c = 1'b0;
						end
					if (temp_res[31] == temp_opB[31])  
						begin					  
						v = 1'b1;
						end
					else
						begin
						 v = 1'b0;
						 end
				res = temp_res[31:0];
				end
		endcase
	end
endmodule
==> run summary <==
Implementation summary

The final critical-path required period is 8.02 ns. The first-pass GRT wire length is 15,200 µm. The largest delay contributor family on the critical path is simple AND/OR/NAND/NOR gates. Per the gpl log, the routability congestion estimate is 0.870. The post-CTS setup-driven buffer insertion count is 0.

The post-synthesis share of cell area spent on xor and xnor gates is 12.7%. The area of the mapped netlist is 3720 µm². By area the synthesized netlist is led by edfxtp_1, ha_1, xnor2_1. The sequential element share of the synthesized area is 28.3%. Per the synthesis report, the single largest cell type by area occupies 28.3% of cell area. The warning tally printed by Yosys for this design is 1. The initial detailed-routing violation count is 224. Per the synthesis report, the AND-OR/OR-AND share of the synthesized area is 20.3%. Per the OpenROAD floorplan log, the area of the core is 8850 µm².

The simple-gate share of the synthesized area is 22.6%. On the critical path, the stage with the largest delay is an instance of or4_4. STA puts the critical path data arrival time at 8.12 ns. The count of cells along the worst hold path is 2. Derived from the worst setup path, the maximum achievable clock frequency is 125 MHz.

The beginning of the worst hold path is opA[0]. Once detailed placement completed, the half-perimeter wirelength came to 7840 µm. The buffering stage count on the worst path with inverters included is 1. The number of remaining DRC errors is 0. The number of global-route vias before repair is 3,180. Yosys reported that registers with async set or reset make up 0%. The multiplexer share of the synthesized area is 0.303%. The number of antenna diodes in the final layout is 0.

Per the TritonCTS log, the buffer count is 5. The number of buffers on the longest clock path is 2. The routed layout has 3,449 vias.

The max-slew violation count is 0. The number of antenna violations at the first check in global routing is 0. The timing report gives the biggest stage delay along the critical path as 0.53 ns. The tightest slew margin relative to the limit is 33.2%.

The worst setup path is launched from a primary input. The post-route non-filler standard cell count is 628. The number of antenna-violating nets in the routed design is 0. Per the post-synthesis stats, the area per cell is 8.90 µm². TritonCTS built the clock tree. The floorplan-stage core utilization is 42.0%. Looking at the clock tree report, the H-tree level count equals 2.

The synthesized netlist contains 62 unique library cells. The routed length per instance is 14.8 µm. The leakage power of the design is 0.00176 µW. In the synthesized netlist the dominant register cell turns out to be edfxtp_1.

The required time reported for the critical path endpoint is 14.00 ns. The layout summary lists the proportion of cells stronger than drive strength 1 as 5.19%. The worst setup path is captured at a flop. Gates resized during post-CTS repair numbered 0.

In this run the VDD rail shows a maximum IR drop of 50.8 µV. For reference, the clock transition at the flip-flops on the worst setup and hold paths is 0.07 ns. The detail-routed via count per cell is 5.49. The total congestion overflow after global routing is 0. The number of storage elements in the synthesis netlist is 35. The die is 98.4 µm tall. The placement row count is 34.

In the final report, the number of endpoints failing setup comes to 0. The run finished with clean final reports. The transition time at the pin with the least slew margin is 0.986 ns. The cts-stage hold buffer count is 0.

Endpoints failing hold in the final report were tallied at 0. STA reports the tightest min-delay check as being of type primary input to flop. In this run the maximum-capacitance check reported violations numbering 0. The final critical-path share of the clock period is 57.7%.

The power per unit of standard cell area is 72.6 nW/µm². Setup repair after global routing left no endpoint under its margin. The wire length after detailed routing is 9270 µm.

In this run the layout overhead on the synthesized area is reported as 32.7%. Ranking logic cells in the layout by count gives the top entries clkdlybuf4s50_1, ha_1, a21oi_1. The number of clock sinks is 35. edfxtp_1 takes more of the synthesized area than any other cell. The overall fraction of global-route tracks in use is 19.9%. The main logic family after synthesis is simple AND/OR/NAND/NOR gates.

The fill cell total of the finished layout is 808. At the placement stage, the worst setup path has a slack of 5.60 ns. The worst setup margin is 5.88 ns.

In this run the horizontal extent of the chip is 98.4 µm. The yosys cell count is 418. Entering global routing, the biggest net connects 36 pins. The worst slack on hold paths is 3.26 ns. The summed negative setup slack over all endpoints is 0 ns. The path with the worst hold slack has its endpoint at res[0].

The cell count after synthesis came out at 418. The synthesized netlist devotes 14.0% of its cell area to adder and majority cells. During I/O placement, the number of pins put on the boundary was 103. The worst setup path is of the primary input to flop kind. The library cell used as clock root buffer is clkbuf_8.

The area enclosed by the die boundary is 9690 µm². The synthesized chip area reported by yosys is 3720 µm². The total instance count after detailed placement is 620.

The synthesized design contains 35 enable-type register cells. During placement, the flow inserted port buffers numbering 102. The most used logic cell in the final layout is clkdlybuf4s50_1. For this run, the detailed router's first-pass iteration total came to 19. The critical path goes through clkdlybuf4s50_1, or4_4, or3_4, or4_4, or3_4, or2_4, nor3b_2, xnor2_1, ha_1, or4_1, nor3_1, or4b_1, or4_1, nor4_1, nand4b_1, nor4bb_1.

STA lists the maximum fanout along the critical path as 5. The number of logged tool warnings is 32.
## sequential cells by signal (all words and copies together), names as in the netlist
| signal | cells |
|---|---|
| res | 32 |
| c | 1 |
| z | 1 |
| v | 1 |
## final cells by class
class                           instances  area (µm²)  area share (%)
Timing Repair Buffer                  103        1030            20.8
Clock inverter                          3        15.0           0.304
Inverter                                8        30.0           0.609
Sequential cell                        35        1050            21.3
Multi-Input combinational cell        366        2610            52.8
Clock buffer                            5        68.8            1.39
Tap cell                              108         135            2.74
## per-layer routing
layer | vias up | wire length (µm) | share of wire (%) | GRT usage (%)
met1 | 1531 | 4890 | 53 | 33.5
met4 | 0 | 81 | 0.87 | 1.38
met3 | 5 | 519 | 5.6 | 2.53
li1 | 1808 | - | - | -
met5 | - | 0 | 0 | 0
met2 | 105 | 3780 | 41 | 29.4
## cell usage after synthesis, drive strengths merged (6+ instances only)
cell type,n
xnor2,35
clkbuf,7
o21ai,23
ha,40
nand4,9
nand2,30
nand3,9
or4,6
nor2,35
edfxtp,35
a21o,7
xor2,19
or3,8
nor3,21
a21oi,39
o211ai,6
inv,8
## cell families after synthesis
logic type | count (synthesis)
compound gates | 117
xor+xnor | 54
fa+ha+maj | 41
buf+inv | 17
flops | 35
mux | 1
simple gates | 153
## power breakdown
| group | leakage, µW | switching, µW | internal [µW] |
|---|---|---|---|
| combinational | 0.00139 | 82.1 | 75.5 |
| clock | 0.0000477 | 34.7 | 34.2 |
| sequential | 0.000318 | 1.76 | 130 |
| total | 0.00176 | 119 | 239 |
## metrics by stage
| stage | instance area, µm² | utilization [%] | total power [µW] |
|---|---|---|---|
| CTS | 4930 | 55.8 | 360 |
| detailed placement | 4850 | 54.8 | 291 |
| finish | 4930 | 55.8 | 358 |
| global placement | 4850 | 54.8 | 291 |
| global route | 4930 | 55.8 | 382 |
| floorplan | 3720 | - | 228 |
## worst max-delay path by stage
stage / slack (ns) / end / startpoint / cells past startpoint
6_report: 5.88 / z / opB[5] / 16
4_1_cts: 5.87 / z / opB[5] / 16
5_1_grt: 5.68 / z / opB[5] / 16
Power is estimated from default activity; no workload was simulated.
